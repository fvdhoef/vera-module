===== flow/constraint.sdc =====
current_design layer_line_buffer

set clk_period 47.0
set clk_io_pct 0.2

create_clock -name clk0 -period $clk_period [get_ports {clk}]

set non_clock_inputs [all_inputs -no_clocks]
set_input_delay [expr $clk_period * $clk_io_pct] -clock clk0 $non_clock_inputs
set_output_delay [expr $clk_period * $clk_io_pct] -clock clk0 [all_outputs]

===== flow/design.v =====
module dpram #(parameter ADDR_WIDTH = 8, DATA_WIDTH = 8) (
    input  wire                  wr_clk,
    input  wire [ADDR_WIDTH-1:0] wr_addr,
    input  wire                  wr_en,
    input  wire [DATA_WIDTH-1:0] wr_data,
    input  wire                  rd_clk,
    input  wire [ADDR_WIDTH-1:0] rd_addr,
    output reg  [DATA_WIDTH-1:0] rd_data);
    reg [DATA_WIDTH-1:0] mem [(1<<ADDR_WIDTH)-1:0]  ;
    always @(posedge wr_clk) if (wr_en) mem[wr_addr] <= wr_data;
    always @(posedge rd_clk) rd_data <= mem[rd_addr];
endmodule
module layer_line_buffer(
    input  wire        rst,
    input  wire        clk,
    input  wire        active_render_buffer,
    input  wire  [9:0] renderer_wr_idx,
    input  wire  [7:0] renderer_wr_data,
    input  wire        renderer_wr_en,
    input  wire  [9:0] composer_rd_idx,
    output reg   [7:0] composer_rd_data);
    wire active_composer_buffer = !active_render_buffer;
    wire [8:0] wr_addr_a = renderer_wr_idx[8:0];
    wire [8:0] wr_addr_b = renderer_wr_idx[8:0];
    wire [8:0] wr_addr_c = {active_render_buffer, renderer_wr_idx[7:0]};
    wire       wr_en_a   = renderer_wr_en && !renderer_wr_idx[9] && !active_render_buffer;
    wire       wr_en_b   = renderer_wr_en && !renderer_wr_idx[9] &&  active_render_buffer;
    wire       wr_en_c   = renderer_wr_en &&  renderer_wr_idx[9];
    wire [8:0] rd_addr_a = composer_rd_idx[8:0];
    wire [8:0] rd_addr_b = composer_rd_idx[8:0];
    wire [8:0] rd_addr_c = {active_composer_buffer, composer_rd_idx[7:0]};
    wire [7:0] rd_data_a, rd_data_b, rd_data_c;
    dpram #(.ADDR_WIDTH(9), .DATA_WIDTH(8)) linebuf_a(.wr_clk(clk), .wr_addr(wr_addr_a), .wr_data(renderer_wr_data), .wr_en(wr_en_a), .rd_clk(clk), .rd_addr(rd_addr_a), .rd_data(rd_data_a));
    dpram #(.ADDR_WIDTH(9), .DATA_WIDTH(8)) linebuf_b(.wr_clk(clk), .wr_addr(wr_addr_b), .wr_data(renderer_wr_data), .wr_en(wr_en_b), .rd_clk(clk), .rd_addr(rd_addr_b), .rd_data(rd_data_b));
    dpram #(.ADDR_WIDTH(9), .DATA_WIDTH(8)) linebuf_c(.wr_clk(clk), .wr_addr(wr_addr_c), .wr_data(renderer_wr_data), .wr_en(wr_en_c), .rd_clk(clk), .rd_addr(rd_addr_c), .rd_data(rd_data_c));
    reg rd_idx9_r;
    always @(posedge clk) rd_idx9_r <= composer_rd_idx[9];
    always @* begin
        if (!rd_idx9_r) begin
            composer_rd_data = !active_composer_buffer ? rd_data_a : rd_data_b;
        end else begin
            composer_rd_data = rd_data_c;
        end
    end
endmodule

===== flow/run.sh =====
#!/bin/bash
# OpenROAD 26Q1-2900-gdf79404cd8, Yosys 0.63+post, stock flow scripts
make -C /OpenROAD-flow-scripts/flow DESIGN_CONFIG=/design/flow/config.mk WORK_HOME=/design/flow/orfs finish

===== flow/config.mk =====
export PLATFORM = sky130hd
export DESIGN_NAME = layer_line_buffer
export DESIGN_NICKNAME = layer_line_buffer
export VERILOG_FILES = /design/flow/design.v
export SDC_FILE = /design/flow/constraint.sdc
export NUM_CORES = 4
export LEC_CHECK = 1
export CORE_UTILIZATION = 50
export SYNTH_MEMORY_MAX_BITS = 65536

==> metrics.txt <==
# HELP chip_impl_metric Metrics from one implementation run
# TYPE chip_impl_metric gauge
chip_impl_metric{name="ys_cells",unit=""} 24500
chip_impl_metric{name="yosysWarningCount",unit=""} 2
chip_impl_metric{name="post_cts_setup_buffers",unit=""} 0
chip_impl_metric{name="arrival_time_worst_endpoint",unit="ns"} 11.87
chip_impl_metric{name="finalPower",unit="mW"} 22.9
chip_impl_metric{name="flow.area_growth_from_synthesis",unit="%"} 11.5
chip_impl_metric{name="report.final.slew_viol_count",unit=""} 0
chip_impl_metric{name="final_min_period_over_clock_period",unit="%"} 45.2
chip_impl_metric{name="num_io_pins",unit=""} 40
chip_impl_metric{name="maxCapViolations",unit=""} 0
chip_impl_metric{name="standard_cell_row_count",unit=""} 360
chip_impl_metric{name="detailed_place_hpwl",unit="mm"} 865
chip_impl_metric{name="power.density",unit="nW/um^2"} 42.6
chip_impl_metric{name="timing.max_slew.rel_slack",unit="%"} 10.0
chip_impl_metric{name="chipWidth",unit="um"} 984
chip_impl_info{name="synthFlopType",value="sky130_fd_sc_hd__edfxtp_1"} 1
chip_impl_metric{name="grt_start_max_net_pins",unit=""} 133
chip_impl_metric{name="fmaxAchievable",unit="GHz"} 0.0470
chip_impl_metric{name="postSynthCellCount",unit=""} 24500
chip_impl_metric{name="worst_setup_hold_path_clk_slew",unit="ns"} 0.06
chip_impl_metric{name="initial_core_util",unit="%"} 50.1
chip_impl_metric{name="cts_hold_buffers",unit=""} 0
chip_impl_info{name="end_kind",value="output pin"} 1
chip_impl_metric{name="post_route_cells_drive_above_1_share",unit="%"} 18.4
chip_impl_info{name="cpLargestDelayFamily",value="buffers and inverters"} 1
chip_impl_info{name="hold_path.class",value="reg2reg"} 1
chip_impl_metric{name="grt.overflow.total",unit=""} 0
chip_impl_metric{name="first_global_vias",unit=""} 265000
chip_impl_metric{name="p_leak",unit="nW"} 171
chip_impl_metric{name="cts-resized-gates",unit=""} 0
chip_impl_metric{name="pre_cts_ws",unit="ns"} 25.84
chip_impl_metric{name="post_syn_area_per_cell",unit="sq um"} 19.7
chip_impl_metric{name="vertical_die_dimension",unit="um"} 984
chip_impl_metric{name="vias_per_cell",unit=""} 6.28
chip_impl_metric{name="fin_crit",unit="ns"} 21.27
chip_impl_metric{name="final_hold_viol_count",unit=""} 0
chip_impl_info{name="worstSetupStartpointType",value="primary input"} 1
chip_impl_info{name="worstReg2RegStart",value="linebuf_b.mem[142][5]$_DFFE_PP_"} 1
chip_impl_info{name="rsz_0062_raised_after_global_routing",value="no"} 1
chip_impl_metric{name="synth_async_sr_flop_share",unit="%"} 0
chip_impl_metric{name="final_replace_weighted_congestion",unit=""} 0.928
chip_impl_metric{name="tritoncts.num_buffers",unit=""} 1265
chip_impl_metric{name="global_route_wire_length_before_repair",unit="mm"} 1950
chip_impl_metric{name="netlist-cell-type-count",unit=""} 93
chip_impl_metric{name="postLayoutSetupSlackWorst",unit="ns"} 25.73
chip_impl_metric{name="total_track_usage",unit="%"} 32.4
chip_impl_metric{name="firstDrtPassIters",unit=""} 6
chip_impl_metric{name="synth.yosys.chip_area",unit="sq um"} 482000
chip_impl_metric{name="portBuffers",unit=""} 38
chip_impl_info{name="cts_tree",value="done"} 1
chip_impl_metric{name="clockBufferDepth",unit=""} 5
chip_impl_metric{name="regToRegSetupSlack",unit="ns"} 43.13
chip_impl_info{name="critical_path.most_common_cell",value="sky130_fd_sc_hd__buf_4"} 1
chip_impl_info{name="cts_root_buffer",value="sky130_fd_sc_hd__clkbuf_16"} 1
chip_impl_info{name="critical_path_class",value="in2out"} 1
chip_impl_metric{name="ff2ff_path_depth",unit=""} 7
chip_impl_info{name="endpoint_with_the_worst_hold_slack",value="linebuf_c.rd_data[0]$_DFF_P_"} 1
chip_impl_info{name="timing.critical_path.slowest_stage_cell",value="sky130_fd_sc_hd__o21ai_1"} 1
chip_impl_metric{name="clock_tree.htree_level_count",unit=""} 7
chip_impl_metric{name="edf_count",unit=""} 12300
chip_impl_metric{name="timing.final.setup_violations",unit=""} 0
chip_impl_metric{name="worst_clock_skew",unit="ns"} 0.0659
chip_impl_metric{name="seq_area_frac_synth",unit="%"} 76.7
chip_impl_metric{name="number_of_design_rule_violations_left_by_the_first_detailed_router_iteration",unit=""} 16400
chip_impl_metric{name="timing.critical_path.required",unit="ns"} 37.60
chip_impl_metric{name="die-area",unit="sq um"} 967000
chip_impl_metric{name="numSynthFlops",unit=""} 12300
chip_impl_metric{name="holdPathStages",unit=""} 6
chip_impl_metric{name="core_area",unit="sq um"} 961000
chip_impl_metric{name="vdd_ir_drop_max",unit="mV"} 0.0391
chip_impl_metric{name="worst_pin_slew",unit="ns"} 1.35
chip_impl_info{name="crit_chain",value="buf_4 > buf_4 > mux2i_1 > o21ai_1 > buf_4 > clkdlybuf4s50_1"} 1
chip_impl_info{name="outcome",value="finished clean"} 1
chip_impl_metric{name="total_negative_setup_slacks",unit="ns"} 0
chip_impl_metric{name="grt_antenna_before_repair",unit=""} 105
chip_impl_metric{name="numClockSinks",unit=""} 12300
chip_impl_metric{name="ant_nets",unit=""} 0
chip_impl_metric{name="bufs_and_invs_on_worst_path",unit=""} 4
chip_impl_metric{name="vias",unit=""} 246000
chip_impl_metric{name="openroad.warnings",unit=""} 107
chip_impl_metric{name="final.fill_count",unit=""} 70300
chip_impl_metric{name="mappedNetlistArea",unit="sq um"} 482000
chip_impl_info{name="crit-reg2reg-capture",value="linebuf_b.rd_data[5]$_DFF_P_"} 1
chip_impl_metric{name="crit_fanout",unit=""} 11
chip_impl_metric{name="critical-path-max-stage-delay",unit="ns"} 0.68
chip_impl_info{name="hold_path_startpoint",value="linebuf_c.mem[417][0]$_DFFE_PP_"} 1
chip_impl_metric{name="avgRoutedWirePerCell",unit="um"} 35.4
chip_impl_metric{name="drc",unit=""} 0
chip_impl_metric{name="routed_wire_length",unit="mm"} 1390
chip_impl_metric{name="clock.latency.late_pin",unit="ns"} 1.14
==> cell usage in the layout (no fill, tap or decap), drive strengths merged, types with 32 or more instances in the layout <==
cell,n
edfxtp,12300
mux2i,2446
nor2,1934
mux4,1916
clkbuf,1600
buf,1041
o221ai,807
o22ai,652
a21oi,581
clkinv,516
nand2,462
o21ai,352
nor3,214
diode,205
a31oi,152
a22oi,101
a211oi,99
nand3,97
bufinv,79
a2111oi,73
nor4,70
nand4,62
inv,52
mux2,42
and2,40
o21a,36
a21o,32
==> metal layers <==
| layer | wire length [um] | GRT usage, % | vias to the layer above | part of all wire, % |
|---|---|---|---|---|
| met3 | 268000 | 26.7 | 2718 | 19 |
| met2 | 624000 | 43.5 | 15500 | 45 |
| met5 | 3520 | 2.05 | - | 0.25 |
| li1 | - | - | 103000 | - |
| met4 | 65400 | 11.8 | 173 | 4.7 |
| met1 | 426000 | 41.2 | 125000 | 31 |
==> metrics by stage <==
step	util, %	hold slack, ns	std cells	instance area (sq um)
6_report	55.9	1.02	39200	537000
5_1_grt	55.9	1.14	39100	537000
4_1_cts	55.9	1.07	39000	537000
3_5_place_dp	51.8	1.05	36800	497000
3_3_place_gp	51.8	1.05	36800	497000
2_1_floorplan	-	0.826	24500	482000
==> report_power, final <==
part | internal (mW) | switching, mW
logic | 0.343 | 0.819
clock network | 5.49 | 4.15
registers | 12.1 | 0.0129
total | 17.9 | 4.99
==> cell families after synthesis <==
group	share of synthesized area, %
AND/OR/NAND/NOR	2.62
flip-flops	76.7
buffers and inverters	2.10
AND-OR/OR-AND	4.43
multiplexers	14.2
==> worst register-to-register path: cells and delay by family (launching register included) <==
kind	cells	cell delay, ns
mux	1	0.27
compound gates	4	1.78
flops	1	0.33
simple gates	2	1.40
==> final cells by class <==
class                           instances  area (sq um)  share of cell area [%]
Inverter                               10          57.6                  0.0107
Clock buffer                         1600         33500                    6.23
Clock inverter                        656          6030                    1.12
Antenna cell                          205           513                  0.0955
Sequential cell                     12300        369000                    68.8
Multi-Input combinational cell      10500        103000                    19.2
Tap cell                            12900         16100                    2.99
Timing Repair Buffer                 1061          8770                    1.63
==> worst max-delay path by stage <==
stage                         from                   to  slack [ns]  depth (start not counted)
global route  active_render_buffer  composer_rd_data[5]       25.81                          6
finish        active_render_buffer  composer_rd_data[2]       25.73                          6
CTS           active_render_buffer  composer_rd_data[5]       25.83                          6
==> state kept, by name (all words and copies together) (netlist names) <==
register / flops
linebuf_a.mem: 4096
linebuf_b.mem: 4096
linebuf_c.mem: 4096
linebuf_a.rd_data: 8
linebuf_b.rd_data: 8
linebuf_c.rd_data: 8
rd_idx9_r: 1
==> synth_stat cells, types with 42 or more instances <==
master | n | share of area (%)
sky130_fd_sc_hd__nor2_1 | 1934 | 1.5
sky130_fd_sc_hd__buf_4 | 146 | 0.23
sky130_fd_sc_hd__buf_8 | 51 | 0.16
sky130_fd_sc_hd__a31oi_1 | 152 | 0.20
sky130_fd_sc_hd__nand3_1 | 97 | 0.10
sky130_fd_sc_hd__a22oi_1 | 101 | 0.16
sky130_fd_sc_hd__buf_1 | 189 | 0.15
sky130_fd_sc_hd__clkbuf_1 | 699 | 0.54
sky130_fd_sc_hd__o221ai_1 | 805 | 1.5
sky130_fd_sc_hd__nor4_1 | 70 | 0.091
sky130_fd_sc_hd__nand2_1 | 461 | 0.36
sky130_fd_sc_hd__buf_2 | 224 | 0.23
sky130_fd_sc_hd__nor3_1 | 214 | 0.22
sky130_fd_sc_hd__buf_6 | 272 | 0.64
sky130_fd_sc_hd__mux2_2 | 42 | 0.098
sky130_fd_sc_hd__nand4_1 | 62 | 0.081
sky130_fd_sc_hd__o21ai_0 | 326 | 0.34
sky130_fd_sc_hd__o22ai_1 | 652 | 0.85
sky130_fd_sc_hd__mux2i_1 | 2446 | 5.1
sky130_fd_sc_hd__a21oi_1 | 581 | 0.60
sky130_fd_sc_hd__mux4_2 | 1898 | 8.9
sky130_fd_sc_hd__edfxtp_1 | 12300 | 77
sky130_fd_sc_hd__a211oi_1 | 99 | 0.15
sky130_fd_sc_hd__a2111oi_0 | 71 | 0.13
